[flow/run.sh]
#!/bin/bash
# OpenROAD 26Q1-2900-gdf79404cd8, Yosys 0.63+post, stock flow scripts
make -C /OpenROAD-flow-scripts/flow DESIGN_CONFIG=/design/flow/config.mk WORK_HOME=/design/flow/orfs finish
[flow/config.mk]
export PLATFORM = sky130hd
export DESIGN_NAME = izhikevich_neuron
export DESIGN_NICKNAME = izhikevich_neuron
export VERILOG_FILES = /design/flow/design.v
export SDC_FILE = /design/flow/constraint.sdc
export NUM_CORES = 4
export LEC_CHECK = 1
export CORE_UTILIZATION = 50
[flow/constraint.sdc]
current_design izhikevich_neuron

set clk_period 20.2
set clk_io_pct 0.2

create_clock -name clk0 -period $clk_period [get_ports {clk}]

set non_clock_inputs [all_inputs -no_clocks]
set_input_delay [expr $clk_period * $clk_io_pct] -clock clk0 $non_clock_inputs
set_output_delay [expr $clk_period * $clk_io_pct] -clock clk0 [all_outputs]
[flow/design.v]
module izhikevich_neuron #(parameter DT = 16'h0100)  
(
    input wire clk,
    input wire rst,
    input wire [15:0] I,           
    output reg spike               
);
    reg signed [15:0] v, u;
    wire signed [15:0] a = 16'h0051;    
    wire signed [15:0] b = 16'h0200;    
    wire signed [15:0] c = -16'sd16640;  
    wire signed [15:0] d = 16'h0800;    
    wire signed [15:0] v_sq;
    wire signed [15:0] term1, term2, term3, dv_raw, du_raw;
    wire signed [15:0] bv;
    localparam signed [15:0] V_THRESH = 16'd7680;  
    cordic_mult sq_v (.x(v), .y(v), .out(v_sq));
    cordic_mult mul_004 (.x(16'h0148), .y(v_sq), .out(term1));
    cordic_mult mul_5v (.x(16'h0500), .y(v), .out(term2));
    assign term3 = 16'd35840;  
    assign dv_raw = term1 + term2 + term3 - u + I;
    cordic_mult mul_bv (.x(b), .y(v), .out(bv));
    assign du_raw = (bv - u);
    wire signed [15:0] du;
    cordic_mult mul_a (.x(a), .y(du_raw), .out(du));
    always @(posedge clk or posedge rst) begin
        if (rst) begin
            v <= c;
            u <= 0;
            spike <= 0;
        end else begin
            if (v >= V_THRESH) begin
                v <= c;
                u <= u + d;
                spike <= 1;
            end else begin
                v <= v + ((dv_raw * DT) >>> 8);  
                u <= u + ((du * DT) >>> 8);
                spike <= 0;
            end
        end
    end
endmodule
module cordic_mult(
    input signed [15:0] x,
    input signed [15:0] y,
    output signed [15:0] out
);
    wire signed [31:0] temp;
    assign temp = x * y;
    assign out = temp[23:8];  
endmodule
==> changes_impl.md <==
### Metrics

* Status: finished, final reports clean
* Min cycle time layout at approximately 11 ns
* Max-Cap Viols at 0
* Yosys cell types at 49
* Beginning of the critical path: v[8]
* Max clock buf depth at 2
* Critical path peak fanout at 16
* Fin crit share at 55.62%
* Worst setup path endpoint: v[11]
* Logic area at 8342 um2
* Syn avg cell area at 8.991 um2
* FF+latch area at 834.6 um2
* CTS Buf Count at 5
* WL per Instance at approximately 14 um
* Rows at 52
* Tool warnings at 38
* Crit path depth at 40
* Post-CTS sizing at 0
* DRT iter0 DRCs at 136
* I/O Pins at 19
* Drt pass-1 iters at 4
* Synthesis area per yosys at 10410 um2
* Clk slew on worst S/H paths at 0.06 ns
* Clock root buffer: clkbuf_16
* RSZ-0062 raised after global routing: false
* Vias at 7088
* CP top delay family: adder cells
* Worst path bufs/invs at 7
* Final Util at between 50 and 60%
* Synth Register Bits at 33
* CP Capture Type: register
* Ys async rst share at 100.0%
* Worst Path Required at 20.40 ns
* Vias in the first global route at 7524
* Peak Freq at 0.08900 GHz
* Hpwl dp at 16870 um
* Worst reg2reg startpoint: v[8]
* Cell count in the Yosys report at 1158
* Post-synth EDFFs at 0
* Largest net degree at the start of global routing at 34
* Routed vias/inst at just under 5
* IO buf count at 10
* Gpl congestion at about 0.86
* Initial antenna violation count at 0
* Hold-fix buffers, CTS at 0
* Post-CTS Setup Repair Bufs at 0
* First-pass GRT wire length at 35480 um
* Synth Cell Area at 10410 um2
* Gr usage total at 22.00%
* Die area at 21400 um2
* Fillers at 1925
* Late-Pin Clk Latency at approximately 0.28 ns
* Worst min path class: register to register
* CTS tree: done
* Top cell excl fill/tap: inv_1
* Setup tns final at 0 ns
* Layout Skew at between 0.005 and 0.006 ns
* Share of layout cells above drive strength 1 at 3.090%
* Crit start category: register
* Die X at 146.3 um
* Top Layout Cells: 305 x inv_1, 175 x ha_1, 164 x fa_1
* Max transition margin at 50.79%
* Initial Utilization at 51.29%
* Worst path slowest cell: dfstp_2
* Clk sinks at 33
* Cell count after synthesis at 1158
* Final Hold Fails at 0
* Final wirelength at 20070 um
* R2R cell count at 40
* Antenna Nets Post-Route at 0
* P&R area growth vs syn at 5.576%
* Worst EP arrival at between 10 and 15 ns
* Critical R2R Capture: v[11]
* Gr ovfl total at 0
* Core ar. at 20300 um2
* Finish-stage setup viols at 0
* Max Slew Vio Count at 0
* Die height at 146.3 um
* CP Class: register to register
* Synth warn at 1
* Htree depth at 2
* Most used DFF post-synth: dfrtp_1
* Top cell by count, worst path: fa_1
* Seq share, synth at 8.016%
* Largest stage delay, worst path at between 0.8 and 0.9 ns
* Diodes inserted at 0
* Worst-Margin Slew at between 0.7 and 0.8 ns
* # DRC at 0
* R2r setup slk at 8.96 ns
cells in the mapped netlist (7+ instances only):
cell        n  area (um2)
inv_1     305        1145
ha_1      175        2190
fa_1      164        3283
xnor2_1    79       691.9
nand2_1    72       270.3
nor2_1     49       183.9
and2_1     48       300.3
a21oi_1    40       200.2
o21ai_0    28       140.1
dfrtp_1    26       650.6
clkbuf_1   22       82.58
nor3_1     19       95.09
a21o_1     13       97.59
nor2b_1    12       75.07
xor2_1     12       105.1
nand3_1    10       50.05
o21a_1      8       60.06
and3_1      7       43.79
dfstp_2     7       183.9
worst min path at each step:
stage / endpoint / cells after the start / start
finish: u[14] / 1 / u[14]
global route: u[14] / 1 / u[14]
CTS: u[10] / 1 / u[10]
flip-flops by register name, indices dropped and copies added, names as in the netlist:
signal,count
v,16
spike,1
u,16
through the flow:
step / hold WS, ns / instance area [um2] / setup WS [ns] / instances
floorplan: 0.4641 / 10410 / 9.963 / 1158
global placement: 0.4963 / 10850 / 8.942 / 1427
detailed placement: 0.5004 / 10850 / 8.978 / 1427
CTS: 0.5116 / 10990 / 8.874 / 1435
global route: 0.5298 / 10990 / 8.056 / 1435
finish: 0.5079 / 10990 / 8.964 / 1435
final cells by class:
class | instances | share of cell area [%]
clock inverters | 3 | 0.1594
multi-input cells | 797 | 75.89
clock buffers | 5 | 1.138
inverters | 305 | 10.42
flip-flops and latches | 33 | 7.592
repair buffers | 22 | 1.730
well taps | 270 | 3.073
kinds of logic after synthesis:
| kind of cell | Yosys count | synth area share, % |
|---|---|---|
| buffers and inverters | 328 | 11.86 |
| adders and majority gates | 339 | 52.57 |
| DFF | 33 | 8.016 |
| AOI/OAI and AO/OA | 126 | 8.040 |
| and+or+nand+nor | 237 | 11.06 |
| xor gates and xnor gates | 95 | 8.460 |
metal layers:
| layer | share of wire [%] | global-route usage, % | wire [um] |
|---|---|---|---|
| met1 | 46 | 32.59 | 9332 |
| met5 | 0 | 0 | 0 |
| met3 | 2.9 | 3.057 | 591 |
| met4 | 1.1 | 2.031 | 212 |
| met2 | 49 | 37.36 | 9933 |
