==> /design/flow/design.v <==
module base2_pstdp (
    input wire clk,
    input wire rst,
    input wire pre_spike,
    input wire post_spike,
    output reg [15:0] weight
);
    parameter A_plus  = 16'd32;     
    parameter A_minus = 16'd32;     
    parameter TAU_SHIFT = 2;        
    reg [15:0] pre_time = 0;
    reg [15:0] post_time = 0;
    reg [15:0] delta_t;
    reg [15:0] delta_w;
    always @(posedge clk or posedge rst) begin
        if (rst) begin
            pre_time  <= 0;
            post_time <= 0;
            weight    <= 16'd100;  
        end else begin
            pre_time  <= pre_time + 1;
            post_time <= post_time + 1;
            if (pre_spike)
                pre_time <= 0;
            if (post_spike)
                post_time <= 0;
            if (pre_spike && post_time < 16'd255) begin
                delta_t = post_time;
                delta_w = A_minus >> (delta_t >> TAU_SHIFT);
                weight <= (weight > delta_w) ? weight - delta_w : 0;
            end else if (post_spike && pre_time < 16'd255) begin
                delta_t = pre_time;
                delta_w = A_plus >> (delta_t >> TAU_SHIFT);
                weight <= (weight + delta_w < 16'hFFFF) ? weight + delta_w : 16'hFFFF;
            end
        end
    end
endmodule
==> /design/flow/run.sh <==
#!/bin/bash
# OpenROAD 26Q1-2900-gdf79404cd8, Yosys 0.63+post, stock flow scripts
make -C /OpenROAD-flow-scripts/flow DESIGN_CONFIG=/design/flow/config.mk WORK_HOME=/design/flow/orfs finish
==> /design/flow/config.mk <==
export PLATFORM = sky130hd
export DESIGN_NAME = base2_pstdp
export DESIGN_NICKNAME = base2_pstdp
export VERILOG_FILES = /design/flow/design.v
export SDC_FILE = /design/flow/constraint.sdc
export NUM_CORES = 4
export LEC_CHECK = 1
export CORE_UTILIZATION = 50
==> /design/flow/constraint.sdc <==
current_design base2_pstdp

set clk_period 9.0
set clk_io_pct 0.2

create_clock -name clk0 -period $clk_period [get_ports {clk}]

set non_clock_inputs [all_inputs -no_clocks]
set_input_delay [expr $clk_period * $clk_io_pct] -clock clk0 $non_clock_inputs
set_output_delay [expr $clk_period * $clk_io_pct] -clock clk0 [all_outputs]
==> changes_impl.md <==
### Metrics

- Drt drc: 0
- Most numerous logic cells after layout: nor2_1 (50), dfrtp_1 (45), nand2_1 (25), nand3_1 (22), clkdlybuf4s50_1 (19)
- Synth warnings: 1
- Fmax: 165 MHz
- ANT cells: 0
- Tmin final: 6.08 ns
- Root buffer cell: clkbuf_8
- Clock Path Buffers: 2
- Hold-fix buffers, CTS: 0
- Drt first pass iters: 23
- Die Ht: 84.1 µm
- # port buffers: 19
- Fraction of layout cells with a size suffix above 1: 6.11%
- Max IR drop VDD: 0.0000799 V
- Core footprint: 6420 µm²
- Flop area: 1200 µm²
- Rel. slew slack: 32.4%
- I/O pins: 20
- Die W: 84.1 µm
- Fin area: 3660 µm²
- Yosys simple share: 27.5%
- Worst clock skew: 0.00911 ns
- Cells in synth_stat.txt: 386
- Most frequent logic cell in the layout: nor2_1
- Sink Count: 48
- Vias: 2,849
- GRT overflow: 0
- DP Area: 3580 µm²
- Worst endpoint required time: 9.19 ns
- DP Wirelength: 5.29 mm
- Stage-log warning count: 32
- AO/OA Area Share: 17.1%
- DR vias/cell: 6.06
- GRT Total Usage: 23.5%
- Hold path cells: 1
- FILL cells: 576
- Pwr dens: 214 nW/µm²
- Fa+ha+maj area frac: 6.39%
- Status: completed
- Distinct lib cells used: 66
- Crit. End Element: flop
- Gp weighted congestion: 0.891
- DR WL/cell: 15.8 µm
- Post-DRT Antenna Nets: 0
- Met2 WL: 3.40 mm
- Max Used Layer: met4
- Number of max-cap violations: 0
- Chip area line of the yosys report: 3370 µm²
- Unrepaired setup endpoints after global routing: false
- CP Max Fanout: 27
- Seq/Total Area, Yosys: 35.8%
- Worst min path class: reg -> reg
- H-tree level count: 2
- Synth Area per Inst: 8.73 µm²
- Leakage: 1.50 nW
- Clock slew at reported path FFs: 0.09 ns
- Ys flop type: dfrtp_1
- Row count: 29
- Die area: 7070 µm²
- CTS tree: built
- Syn Inst Count: 386
- Clock latency on the worst-skew pair: 0.30 ns
- Antenna violations before repair: 0
- Initial Util: 52.4%
- Finish-stage setup viols: 0
- DRT met1 WL: 3.59 mm
- Setup TNS Final: 0 ns
- CTS Buf Count: 5
- Fin crit share: 67.5%
- Worst-Margin Slew: 1.00 ns
- XOR Share, Synth: 7.80%
- Vias in the first global route: 2,718
- Async SR Flop Fraction: 100%
- Slew Limit Fails: 0
- CTS resizes: 0
- Top non-seq family: simple AND/OR/NAND/NOR gates
- Gate Area: 2020 µm²
- Drt total wl: 7.42 mm
- Largest net degree at the start of global routing: 49
- R2R cell count: 14
- Setup CP Type: in -> reg
- Data arrival, critical path: 6.26 ns
- Initial DRC count: 132
- P&R area growth vs syn: 8.77%
- Metal3 WL: 344 µm
- Synth flops: 48
- Postcts setup bufs: 0
- Startpoint Class: input pin
- Mux area share: 1.19%
- Mapped Area: 3370 µm²
- First-pass GRT wire length: 13.0 mm
- Final hold viol count: 0
- EDFF count, synth: 0
==> final cells by class <==
| class | count | area share [%] |
|---|---|---|
| Multi-Input combinational cell | 303 | 55.1 |
| Sequential cell | 48 | 32.9 |
| Timing Repair Buffer | 22 | 5.81 |
| Tap cell | 77 | 2.63 |
| Clock buffer | 7 | 2.08 |
| Inverter | 12 | 1.23 |
| Clock inverter | 1 | 0.239 |
==> through the flow <==
step	power (mW)	setup slack (ns)	util [%]	std cells	hold WS [ns]
detailed placement	0.659	2.74	55.7	462	0.463
floorplan	0.541	4.04	-	386	0.439
global placement	0.661	2.83	55.7	462	0.458
CTS	0.791	3.05	57.0	470	0.476
global route	0.846	2.46	57.0	470	0.493
finish	0.785	2.92	57.0	470	0.474
==> sequential cells by signal (all words and copies together) (netlist names) <==
| name | cells |
|---|---|
| pre_time | 16 |
| weight | 16 |
| post_time | 16 |
==> cells by family after synthesis <==
family / count (synthesis)
and+or+nand+nor: 173
buffers and inverters: 35
muxes: 4
xor gates and xnor gates: 30
adders and majority gates: 16
AOI/OAI and AO/OA: 80
DFF: 48
==> worst paths after layout <==
path                            slack [ns]           end         start
worst max-delay path                  2.92     weight[8]     pre_spike
max in group asynchronous             6.64     weight[4]           rst
worst min register to register        0.47  post_time[0]  post_time[0]
min in group asynchronous             1.97  post_time[3]           rst
worst max register to register        4.33     weight[8]  post_time[0]
worst min-delay path                  0.47  post_time[0]  post_time[0]
==> cell usage after synthesis (all sizes together) (3+ instances only) <==
library cell	instances	area, µm²
clkbuf	15	56.3
nand2	25	93.8
o21a	3	22.5
nor3	8	51.3
o311ai	3	26.3
and3	8	50.1
inv	12	45.0
a41oi	4	35.0
a21oi	17	88.8
nor4	4	25.0
or2	4	25.0
buf	8	42.5
or3	9	61.3
a31oi	4	25.0
xor2	18	158
nor2b	7	43.8
xnor2	12	105
or4	4	33.8
nand2b	6	37.5
o31a	4	35.0
and4	4	35.0
dfstp	3	78.8
nand3	22	110
mux2i	4	40.0
nand4	8	50.1
dfrtp	45	1130
nor2	50	188
a211oi	3	22.5
and2	4	25.0
o21ai	18	101
ha	14	175
==> power by group <==
| part | total, mW | switching (mW) | internal, mW | leakage (nW) |
|---|---|---|---|---|
| clock | 0.129 | 0.0732 | 0.0557 | 0.0424 |
| combinational | 0.351 | 0.178 | 0.173 | 0.822 |
| sequential | 0.304 | 0.0536 | 0.251 | 0.640 |
| total | 0.785 | 0.305 | 0.479 | 1.50 |
==> metal layers <==
metal	up-vias	global-route usage [%]
li1	1410	-
met4	0	3.61
met1	1346	38.0
met2	85	35.7
met3	8	3.31
met5	-	0
==> critical path, cell delays in order <==
cell and delay (ns):
clkdlybuf4s50_1 0.71, nand4_1 0.31, or2_1 0.73, a22oi_1 0.20, a21oi_1 0.28, nand2_1 0.10
ha_1 0.44, nor3b_1 0.26, a211oi_1 0.10, o31ai_1 0.82, nand4_1 0.17, a221oi_1 0.27
a21oi_1 0.07
Power and IR drop assume default switching activity.
